===== design/flow/config.mk =====
export PLATFORM = sky130hd
export DESIGN_NAME = Projection_Calculation
export DESIGN_NICKNAME = Projection_Calculation
export VERILOG_FILES = /design/flow/design.v
export SDC_FILE = /design/flow/constraint.sdc
export NUM_CORES = 4
export LEC_CHECK = 1
export CORE_UTILIZATION = 30

===== design/flow/constraint.sdc =====
current_design Projection_Calculation

set clk_period 1.0
set clk_io_pct 0.2

create_clock -name clk0 -period $clk_period [get_ports {clk}]

set non_clock_inputs [all_inputs -no_clocks]
set_input_delay [expr $clk_period * $clk_io_pct] -clock clk0 $non_clock_inputs
set_output_delay [expr $clk_period * $clk_io_pct] -clock clk0 [all_outputs]

===== design/flow/design.v =====
`timescale 1ns / 1ps
module Projection_Calculation(
    input clk,
	 input [53:0] tracklet,
	 output [8:0] read_tracklet,
	 output reg [8:0] write_projection,
	 output wr_en,
	 output reg [53:0] projection_calc
    );
	parameter NUM_TKL = 0;
	parameter rproj = 16'h86a;
	assign read_tracklet 	= 9'b0;
	initial
		write_projection = 0;
	always @(posedge clk) begin
		projection_calc 	<= tracklet;
		write_projection 	<= 9'b0;
	end
endmodule

===== design/flow/run.sh =====
#!/bin/bash
# OpenROAD 26Q1-2900-gdf79404cd8, Yosys 0.63+post, stock flow scripts
make -C /OpenROAD-flow-scripts/flow DESIGN_CONFIG=/design/flow/config.mk WORK_HOME=/design/flow/orfs finish

==> out/summary.rpt <==
========================================================================================
Result of the run                                                           finished, final reports clean
Maximum number of pins on one net before global-route repair                          18
Distinct cell type count after synthesis                                               3
Final setup violation count                                                            0
Number of rows created at floorplan                                                   22
Routed Wire Length                                                              2.819 mm
Share of total power in combinational logic                                         7.6%
Max Fclk                                                                       1.074 GHz
Number of antenna violations at the first check in global routing                      0
Total number of yosys warnings                                                         2
Highest fanout seen on the critical path                                               1
Net switching power                                                            0.7309 mW
# placed instances                                                                   229
Final hold violation count                                                             0
TritonCTS sink count                                                                  54
Path type of the worst min-delay path                                             in2reg
# Cells Yosys                                                                         74
Drc violations                                                                         0
CTS Buf Count                                                                          5
Worst IR Drop VDD                                                               867.0 uV
Share of the core filled by cells before placement                                32.31%
Slowest library cell on the worst path                                      sky130_fd_sc_hd__dfxtp_2
Fraction of the cycle the final worst path needs                                  93.15%
Fill cell total of the finished layout                                               323
Critical Path, Cell by Cell                                                        buf_2
Inserted Diodes                                                                        0
CTS tree                                                                            done
Commonest cells after routing, fill and taps aside                          sky130_fd_sc_hd__clkdlybuf4s50_1 (54), sky130_fd_sc_hd__dfxtp_1 (42), sky130_fd_sc_hd__clkbuf_2 (31)
RePlAce Congestion                                                                0.6847
Via-to-Cell Ratio                                                                  3.515
Critical path's largest stage delay                                              0.32 ns
Lkg Pwr                                                                        0.9992 nW
Total die size                                                                  4351 um2
Post-Layout Cell Count                                                               237
Violation count after the first detailed-routing iteration                            29
Chip area in the Yosys report                                                   1227 um2
Tot Pwr                                                                         3.819 mW
Number of flip-flops under the largest register name                                  54
Vias after detailed routing                                                          833
Synth-to-layout area growth                                                       74.21%
Fraction of layout cells with a size suffix above 1                               39.15%
Total global routing overflow                                                          0
Post-CTS setup buffer count                                                            0
Core Footprint                                                                  3799 um2
WP data required                                                                 0.80 ns
Post-Route Setup TNS                                                                0 ns
Detail-routed net length per standard cell                                      11.89 um
Crit path to                                                                projection_calc[47]
Area occupied by multi-input gates                                             71.32 um2
Mapped Area                                                                     1227 um2
Routed Antenna Nets                                                                    0
Final worst path period need                                                   0.9315 ns
Cell type with the highest aggregate area in the netlist                    sky130_fd_sc_hd__dfxtp_1
Count of final max-slew check failures                                                 0
Total area of sequential cells                                                  1096 um2
Port buffer count                                                                    108
Critical Path End Type                                                      primary output
Post-detailed-placement half-perimeter wirelength                               2.209 mm
Clk pin slew, worst setup/hold paths                                             0.09 ns
Clock Tree Buf Depth                                                                   2
CP Launch Type                                                                 flip-flop
Switching part of the total power                                                 19.14%
Most frequent standard cell in the layout excluding fill and tap cells      sky130_fd_sc_hd__clkdlybuf4s50_1
Number of global-route vias before repair                                            712
Number of buffers and inverters on the critical path                                   1
Die extent in x                                                                 65.97 um
Buffer type at the clock tree root                                          sky130_fd_sc_hd__clkbuf_8
Part of the total power dissipated in the clock network                            32.3%
Top area cells in the synthesized netlist                                   sky130_fd_sc_hd__dfxtp_1 (88%), sky130_fd_sc_hd__buf_4 (12%), sky130_fd_sc_hd__conb_1 (0.31%)
Share of the synthesized area in the top cell type                                88.07%
Post-Route Utilization                                                            56.29%
Setup repair after global routing missed its margin                                false
Largest registers ranked by flip-flop count                                 projection_calc (54)
Setup crit start                                                            projection_calc[47]
Critical path depth in cells                                                           1
Sequential share of the synthesized area                                          88.07%
Number of search-and-repair iterations in the first detailed-routing pass              2
Syn Area/Cell                                                                  16.59 um2
Flops & latches, synth                                                                54
Wire length of the first global-routing pass                                    3.760 mm
Critical setup path kind                                                         reg2out
Number of top-level pins                                                             128
Endpoint arrival time on the critical path                                       0.73 ns
Register with the highest flop count                                        projection_calc
Syn Inst Count                                                                        74
Internal cell power                                                             3.089 mW
H-tree level count                                                                     2
Die Span Y                                                                      65.97 um
Power per cell area                                                          1786 nW/um2
Count of maximum capacitance violations                                                0
Total Routing Usage GR                                                            12.46%
Count of tool warnings                                                                25
Top delay family on crit path                                                 flip-flops
Register share of total power                                                      60.1%
========================================================================================
==> worst min path at each step <==
stage	start	endpoint	slack, ns	cells past startpoint
after global routing	tracklet[12]	projection_calc[12]	0.30	1
final	tracklet[12]	projection_calc[12]	0.33	1
after CTS	tracklet[12]	projection_calc[12]	0.31	1
==> Yosys cell counts <==
| cell | number |
|---|---|
| sky130_fd_sc_hd__conb_1 | 1 |
| sky130_fd_sc_hd__dfxtp_1 | 54 |
| sky130_fd_sc_hd__buf_4 | 19 |
==> power groups by stage <==
stage	clock (mW)	combinational [mW]	sequential, mW
after CTS	1.30	0.328	2.29
after global routing	1.41	0.319	2.31
final	1.23	0.290	2.30
==> cell families (layout without fill, tap and decap cells) <==
group	Yosys count	count (layout)	synth area share [%]
other	1	19	0.3055
buffers and inverters	19	116	11.62
flip-flops	54	54	88.07
==> routing by layer <==
metal  vias to the layer above  global-route usage (%)  routed length [um]
li1                        411                       -                   -
met1                       337                   20.05                1235
met2                        77                   16.71                1088
met3                         8                   4.545                 448
met4                         0                   2.394                  46
met5                         -                       0                   0
==> metrics by stage <==
step | hold WS [ns] | setup slack (ns) | area, um2
2_1_floorplan | 0.2277 | 0.5385 | 1295
3_3_place_gp | 0.6488 | 0.02732 | 2293
3_5_place_dp | 0.6516 | 0.02724 | 2293
4_1_cts | 0.3111 | 0.0003196 | 2282
5_1_grt | 0.3038 | 0.02010 | 2138
6_report | 0.3260 | 0.06851 | 2138
==> final cells by class <==
type | count | share of cell area (%)
Clock buffer | 6 | 3.862
Clock inverter | 2 | 0.8192
Multi-Input combinational cell | 19 | 3.335
Sequential cell | 54 | 51.26
Tap cell | 48 | 2.809
Timing Repair Buffer | 108 | 37.92
==> what timing repair did <==
item,4_1_cts,5_1_grt
hold buffers,0,0
gates resized,134,40
setup endpoints to repair,54,31
Power figures rest on the tool's default switching activity, not on a simulated workload.
